<file path="flow/config.mk">
export PLATFORM = sky130hd
export DESIGN_NAME = latency_counter
export DESIGN_NICKNAME = latency_counter
export VERILOG_FILES = /design/flow/design.v
export SDC_FILE = /design/flow/constraint.sdc
export NUM_CORES = 4
export LEC_CHECK = 1
export CORE_AREA = 10 10 70 70
export DIE_AREA = 0 0 80 80
</file>
<file path="flow/constraint.sdc">
current_design latency_counter

set clk_period 4.0
set clk_io_pct 0.2

create_clock -name clk0 -period $clk_period [get_ports {clk}]

set non_clock_inputs [all_inputs -no_clocks]
set_input_delay [expr $clk_period * $clk_io_pct] -clock clk0 $non_clock_inputs
set_output_delay [expr $clk_period * $clk_io_pct] -clock clk0 [all_outputs]
</file>
<file path="flow/design.v">
module latency_counter #(
    parameter WIDTH = 16    
)(
    input  wire clk,
    input  wire reset,
    input  wire start,      
    input  wire done,       
    output reg  [WIDTH-1:0] latency,
    output reg              running
);
    always @(posedge clk ) begin
        if (reset) begin
            latency <= 0;
            running <= 0;
        end
        else begin
            if (start && !running) begin
                latency <= 0;
                running <= 1;
            end
            else if (running) begin
                latency <= latency + 1;
                if (done)
                    running <= 0;
            end
        end
    end
endmodule
</file>
<file path="flow/run.sh">
#!/bin/bash
# OpenROAD 26Q1-2900-gdf79404cd8, Yosys 0.63+post, stock flow scripts
make -C /OpenROAD-flow-scripts/flow DESIGN_CONFIG=/design/flow/config.mk WORK_HOME=/design/flow/orfs finish
</file>
==> reports/metrics.csv <==
stage;metric;value;unit
outcome;outcome;complete, no violations;
worst_setup_path;end_kind;output port;
sta;worst_pin_slew;0.503;ns
power;finalPower;282;uW
cells_and_area;area_delta_synth_final;33.3;%
global_route;grt_pass1_vias;630;
die;die_area;6400;um2
power;ir_drop;0.000190;V
clocking;root_buffer;clkbuf_4;
routing;ant_nets;0;
worst_hold_path;hold_class;reg2reg;
global_route;antenna_found_initial;0;
yosys;yosys-top-cells-count;dfxtp_1 (17), nor2_1 (12), nand4_1 (7);
power;internal-power;216;uW
power;switching_share;23.4;%
worst_setup_path;cp_slowest_cell;dfxtp_1;
worst_setup_path;rrSetupSlack;2.28;ns
worst_hold_path;min_to;latency[11];
die;die_w;80;um
worst_setup_path;r2r_end;latency[11];
worst_setup_path;cp_cell_sequence;clkdlybuf4s50_1;
worst_setup_path;worstPathArrival;1.40;ns
cells_and_area;n_fill_cell;377;
global_route;overflow;0;
worst_setup_path;cp_num_buf_inv;1;
yosys;synth.distinct_cells;26;
yosys;ys.flop_type;dfxtp_1;
yosys;ys_area;773;um2
place;io_buffers;20;
cells_and_area;fin_util;30.2;%
clocking;cts_setup_buffers;0;
die;core_util_floorplan;22.6;%
worst_setup_path;rr_worst_depth;4;
sta;finalHoldViolCount;0;
cells_and_area;comb_area;394;um2
worst_setup_path;reg2reg_from;running;
worst_hold_path;min_from;latency[11];
sta;setup_violations;0;
yosys;netlist_area;773;um2
yosys;edf_count;0;
die;rows;21;
worst_setup_path;startpoint_type;flop;
sta;clock_skew;0.0136;ns
routing;drc;0;
sta;maxSlewHeadroom;66.5;%
flow_run;drv_cap;0;
die;ios;21;
worst_hold_path;hold_depth;2;
worst_setup_path;cp_max_fo;12;
routing;drt_iter0_markers;19;
yosys;top_cell_area_share;44.0;%
clocking;ctsResizeCount;0;
worst_setup_path;max_stage_delay;0.57;ns
yosys;yosys_register_bits;17;
yosys;synth.avg_cell_area;9.10;um2
routing;post_drt_via_cell_ratio;4.35;
sta;setup_tns;0;ns
sta;rsz0062_at_grt;no;
yosys;top_cell;dfxtp_1;
clocking;path_clk_slew;0.11;ns
cells_and_area;seq_area;340;um2
place;dp_hpwl;1300;um
yosys;synthTopCellsByArea;dfxtp_1 (44%), nor2_1 (5.8%), nand4_1 (5.7%);
yosys;yosysTopAreaCell;dfxtp_1;
clocking;cts_tree;built;
sta;finalClockPeriodUsage;55.0;%
flow_run;warning_count;25;
power;power_frac_comb;4.9;%
routing;wirelength;1720;um
clocking;cts_max_level;1;
yosys;ys_cells;85;
global_route;grt_start_max_net_pins;17;
worst_setup_path;crit_type;reg2out;
cells_and_area;drive_gt1_share;6.67;%
place;globalplace.congestion;0.750;
clocking;insertion_delay;0.30;ns
power;p_leak;0.000325;uW
yosys;synth_cells;85;
routing;wire_per_inst;11.4;um
power;seq_power_share;62.3;%
power;p_sw;66.1;uW
yosys;async_flop_share;0;%
routing;insertedDiodeCount;0;
global_route;grt_pass1_wl;2850;um
routing;vias;657;
yosys;yosysWarnings;1;
sta;min_period;2.20;ns
power;p_per_area;274;nW/um2
clocking;numCtsBuffers;3;
sta;maxSlewViolCount;0;
clocking;cts.sinks;17;
die;coreArea;3420;um2
die;die_h;80;um
clocking;cts_max_path_buffers;2;
worst_setup_path;cpLargestDelayFamily;flip-flops;
yosys;synth_seq_share;44.0;%
sta;max_freq;454;MHz
worst_setup_path;crit_required;3.20;ns
clocking;cts_hold_repair.buffers;0;
power;p_clk_share;32.9;%
global_route;gr-usage-all-layers;5.34;%
routing;drt_first_pass_iters;4;
==> kinds of logic (layout without fill, tap and decap cells) <==
| family | count (synthesis) | in the layout | synth area share, % |
|---|---|---|---|
| muxes | 1 | 1 | 1.29 |
| adders and majority gates | 1 | 1 | 1.62 |
| DFF | 17 | 17 | 44.0 |
| xor gates and xnor gates | 10 | 10 | 11.3 |
| and+or+nand+nor | 37 | 37 | 27.7 |
| AOI/OAI and AO/OA | 12 | 12 | 9.06 |
| buffers and inverters | 7 | 27 | 5.02 |
==> per-layer routing <==
metal	track usage, %	routed length (um)	part of all wire (%)
met5	0	0	0
met4	0.176	0	0
met3	2.16	127	7.4
met2	8.59	790	46
met1	6.94	805	47
==> worst max path at each step <==
stage | slack [ns] | start | end | depth (start not counted)
4_1_cts | 1.76 | running | running | 1
5_1_grt | 1.70 | running | running | 1
6_report | 1.80 | running | running | 1
==> stage by stage <==
stage               setup WS (ns)  hold slack, ns  cell area [um2]  std cells
detailed placement           2.05           0.489             1000        147
global placement             2.05           0.475             1000        147
global route                 1.70           0.532             1030        151
floorplan                    2.54           0.445              773         85
CTS                          1.76           0.506             1030        151
finish                       1.80           0.509             1030        151
==> layout by cell type (no fill, tap or decap) <==
master / n
clkdlybuf4s50_1: 20
dfxtp_1: 17
nor2_1: 12
nand4_1: 7
xnor2_1: 5
nand2_1: 5
a21oi_1: 5
xor2_1: 5
inv_1: 3
o21ai_0: 3
or3_1: 3
clkbuf_4: 3
and4_1: 2
o31ai_1: 2
or4_1: 2
and4_2: 2
a21o_1: 1
mux2i_1: 1
and3_1: 1
nand3_4: 1
and2_1: 1
a211oi_1: 1
nand3_1: 1
ha_1: 1
clkinv_2: 1
==> power by group through the flow <==
stage	Sequential (uW)	Combinational, uW	Clock [uW]
CTS	176	14.0	98.2
global route	177	15.4	102
finish	176	13.7	92.8
==> registers in the layout (all words and copies together), names as in the netlist <==
| signal | count |
|---|---|
| latency | 16 |
| running | 1 |
==> area by class of cell <==
| class | count | share of cell area, % |
|---|---|---|
| multi-input combinational | 61 | 38.2 |
| timing repair buffer | 20 | 19.4 |
| clock inverter | 1 | 0.485 |
| clock buffer | 3 | 2.18 |
| inverter | 3 | 1.09 |
| tap | 46 | 5.58 |
| sequential | 17 | 33.0 |
Power and IR drop assume default switching activity.
