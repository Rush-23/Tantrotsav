==> design.v <==
module input_file (
    input  wire clk,
    input  wire reset,
    input  wire [7:0] switches,
    input  wire btn_load_x,
    input  wire btn_load_y,
    input  wire btn_start,       
    input  wire btn_toggle_k,    
    output reg  signed [7:0] x_input,
    output reg  signed [7:0] y_input,
    output reg  start,           
    output reg  K_mode
);
    reg btn_start_d;
    reg btn_toggle_d;
    reg btn_load_x_d;
    reg btn_load_y_d;
    always @(posedge clk) begin
        if (reset) begin
            x_input <= 0;
            y_input <= 0;
            start   <= 0;
            K_mode  <= 0;
            btn_start_d <= 0;
            btn_toggle_d <= 0;
        end
        else begin
            btn_start_d  <= btn_start;
            btn_toggle_d <= btn_toggle_k;
            btn_load_x_d <= btn_load_x;
            btn_load_y_d <= btn_load_y;
            start <= 0;
            if (btn_load_x_d) x_input <= switches;  
            if (btn_load_y_d) y_input <= switches;  
            if (btn_start && !btn_start_d) begin
                start <= 1;
            end
            if (reset) begin
                K_mode <= 0;  
            end else if (!btn_toggle_k &&  btn_toggle_d) begin
                K_mode <= ~K_mode;
            end
        end
    end
endmodule
==> run.sh <==
#!/bin/bash
# OpenROAD 26Q1-2900-gdf79404cd8, Yosys 0.63+post, stock flow scripts
make -C /OpenROAD-flow-scripts/flow DESIGN_CONFIG=/design/flow/config.mk WORK_HOME=/design/flow/orfs finish
==> config.mk <==
export PLATFORM = sky130hd
export DESIGN_NAME = input_file
export DESIGN_NICKNAME = input_file
export VERILOG_FILES = /design/flow/design.v
export SDC_FILE = /design/flow/constraint.sdc
export NUM_CORES = 4
export LEC_CHECK = 1
export CORE_AREA = 10 10 96 96
export DIE_AREA = 0 0 106 106
==> constraint.sdc <==
current_design input_file

set clk_period 1.4
set clk_io_pct 0.2

create_clock -name clk0 -period $clk_period [get_ports {clk}]

set non_clock_inputs [all_inputs -no_clocks]
set_input_delay [expr $clk_period * $clk_io_pct] -clock clk0 $non_clock_inputs
set_output_delay [expr $clk_period * $clk_io_pct] -clock clk0 [all_outputs]
==> results.cfg <==
; synthesis and place-and-route metrics
[clock_network]
clock_sinks = 22
cts.root.buffer_cell = clkbuf_8
postCtsHoldBufs = 0
h-tree-depth = 1
clk_path_buf_depth = 2
clkLatencyLatePin_ns = 0.26
cts_tree = done
clk_pin_slew_ns = 0.07
cts_buffers = 3

[cells_and_area]
area_delta_synth_final_pct = 69.6
final_core_util_pct = 17.9
drive_above_1_share_pct = 21.8
fillers = 806

[job]
warnings = 25
maxCapViolations = 0

[worst_hold_path]
holdCritPathClass = reg2reg
min_to = start
holdCritStartpoint = btn_start_d
hold_depth = 1

[setup_path]
startpoint_type = flop
crit_type = reg2out
arrival_ns = 1.07
crit_chain = clkdlybuf4s50_1
cp_data_required_time_ns = 1.12
worstRegToRegCells = 2
worstReg2RegEnd = y_input[2]
reg2reg_from = btn_load_y_d
crit_cells = 1
critPathSlowestCell = clkdlybuf4s50_1
cp_top_family = buffers and inverters
cpPeakStageDelay_ns = 0.48
regToRegSetupSlack_ns = 0.32
worstPathMaxFanout = 2
end_kind = primary output
path_buffers = 1

[outcome]
outcome = completed

[die]
coreArea_um2 = 7210
floorplan.core_util_pct = 10.5
ios = 32
die_h_um = 106
die-width_um = 106
chip_area_um2 = 11200
rows = 31

[route]
drtAntennaViolNets = 0
first_pass_iters = 4
drc = 0
vias = 551
n_antenna_cell = 0
avgRoutedWirePerCell_um = 10.2
routed_wl_mm = 2.03
drt-initial-drc-count = 18
vias_per_cell = 2.76

[timing]
finalMaxSlewViolations = 0
maxSlewHeadroom_pct = 68.1
rsz0062_at_grt = no
finalHoldViolations = 0
worstMarginPinSlew_ns = 0.479
tns_ns = 0
worst_clock_skew_ns = 0.00382
setup_viol = 0
clock.fmax_mhz = 739
fin_crit_ns = 1.35
finalClockPeriodUsage_pct = 96.7

[global_route]
grt_pass1_wl_mm = 3.08
grt_start_max_net_pins = 16
first_global_vias = 583
grt_antenna_before_repair = 0
track_usage_pct = 3.53
grt.overflow.total = 0

[placed_design]
numPortBuffers = 31
gp_congestion = 0.757
dp.final_hpwl_mm = 1.65

[logic_synthesis]
synthFlopType = dfxtp_1
async_reset_ff_share_pct = 0
topCellsByArea = dfxtp_1 (53%), mux2i_1 (21%), nor2_1 (8.4%)
simple_gate_share_pct = 12.8
synth_area_um2 = 761
yosysMostFrequentCell = dfxtp_1
common_cells = dfxtp_1 (20), nor2_1 (17), mux2i_1 (16)
synth.largest_area_cell = dfxtp_1
mux_share_pct = 22.5
yosys_area_um2 = 761
synth-edff-count = 2
synth_stat.cells = 66
ys.flops = 22
ys_sh_xor_pct = 0
synthDistinctLibCells = 10
syn_area_per_cell_um2 = 11.5
ys_seq_share_pct = 60.5
synthCells = 66
adder_share_pct = 0
top_cell_area_share_pct = 52.6
aoi_share_pct = 0
yosys_warnings = 1
top_logic_kind = multiplexers

[power_and_ir_drop]
p_sw_uw = 277
power_frac_seq_pct = 48.4
intPower_uw = 1200
irDropWorstVdd_uv = 596
pwr-share-comb_pct = 12.6
power.leakage_uw = 0.000546
swShare_pct = 18.8
clockPowerShare_pct = 39.0
powerDensity_nw_per_um2 = 1140
kinds of logic (layout without fill, tap and decap cells):
family	Yosys count	after routing
and+or+nand+nor	22	22
DFF	22	22
muxes	17	17
buffers and inverters	5	40
cells in the final DEF (no fill, tap or decap):
| cell | n |
|---|---|
| and2b_1 | 2 |
| clkbuf_8 | 3 |
| buf_4 | 4 |
| dfxtp_1 | 7 |
| dlymetal6s2s_1 | 2 |
| edfxtp_1 | 2 |
| mux2i_1 | 16 |
| dfxtp_2 | 13 |
| nor2_1 | 17 |
| mux2_2 | 1 |
| nor2b_1 | 3 |
| inv_1 | 1 |
| bufinv_16 | 1 |
| clkdlybuf4s50_1 | 29 |
per-stage QoR:
| stage | worst slack (ns) | total power [uW] | instance area [um^2] | std cells | hold WS (ns) |
|---|---|---|---|---|---|
| floorplan | 0.449 | 782 | 761 | 66 | 0.367 |
| detailed placement | 0.00225 | 913 | 1200 | 196 | 0.377 |
| CTS | 0.00480 | 1490 | 1270 | 200 | 0.388 |
| finish | 0.0459 | 1470 | 1290 | 200 | 0.385 |
| global route | 0.000764 | 1550 | 1290 | 200 | 0.402 |
| global placement | 0.0319 | 913 | 1200 | 196 | 0.374 |
state kept, by name (all words and copies together) (netlist names):
| register | flops |
|---|---|
| K_mode | 1 |
| btn_load_x_d | 1 |
| btn_load_y_d | 1 |
| btn_start_d | 1 |
| btn_toggle_d | 1 |
| start | 1 |
| x_input | 8 |
| y_input | 8 |
final cells by class:
| type | count | area (um^2) | area share, % |
|---|---|---|---|
| clock buffers | 3 | 41.3 | 3.20 |
| clock inverters | 1 | 30.0 | 2.33 |
| inverters | 1 | 3.75 | 0.291 |
| multi-input cells | 39 | 269 | 20.9 |
| flip-flops and latches | 22 | 477 | 37.0 |
| well taps | 99 | 124 | 9.60 |
| repair buffers | 35 | 345 | 26.8 |
what timing repair did:
item                       CTS  global route
buffers inserted             0             0
gates resized                0            15
setup endpoints to repair    0            13
power groups by stage:
| stage | Clock (uW) | Combinational, uW | Sequential [uW] |
|---|---|---|---|
| 6_report | 575 | 186 | 712 |
| 4_1_cts | 594 | 191 | 709 |
| 5_1_grt | 623 | 205 | 721 |
how the worst max path moves through the flow:
stage	from	to	slack, ns
4_1_cts	x_input[6]	x_input[6]	0.005
5_1_grt	y_input[5]	y_input[5]	0.0008
6_report	x_input[4]	x_input[4]	0.05
per-layer routing:
metal  vias up  global-route usage [%]  share of wire (%)
met5         -                       0                  0
met4         0                   0.193               0.39
met3         2                    2.39                 10
met1       237                    4.94                 55
met2        27                    4.55                 34
li1        285                       -                  -
Power figures rest on the tool's default switching activity, not on a simulated workload.
